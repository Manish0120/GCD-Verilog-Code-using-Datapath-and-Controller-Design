===== flow/config.mk =====
export PLATFORM = sky130hd
export DESIGN_NAME = GCD_controller
export DESIGN_NICKNAME = GCD_controller
export VERILOG_FILES = /design/flow/design.v
export SDC_FILE = /design/flow/constraint.sdc
export NUM_CORES = 4
export LEC_CHECK = 1
export CORE_AREA = 10 10 70 70
export DIE_AREA = 0 0 80 80

===== flow/constraint.sdc =====
current_design GCD_controller

set clk_period 1.8
set clk_io_pct 0.2

create_clock -name clk0 -period $clk_period [get_ports {clk}]

set non_clock_inputs [all_inputs -no_clocks]
set_input_delay [expr $clk_period * $clk_io_pct] -clock clk0 $non_clock_inputs
set_output_delay [expr $clk_period * $clk_io_pct] -clock clk0 [all_outputs]

===== flow/design.v =====
module GCD_controller(lda,ldb,sel1,sel2,selin,done,clk,lt,gt,eq,start);
  input clk,lt,gt,eq,start;
  output reg lda,ldb,sel1,sel2,selin,done;
  reg[15:0] state;
    parameter S0=3'b000,S1=3'b001,S2=3'b010,S3=3'b011,S4=3'b100,S5=3'b101;
    always@(posedge clk)
    begin
      case(state)
        S0: if(start) state <= S1;
        S1: state <= S2;
        S2: if(eq) state <= S5;
          else if(lt) state <= S3;
          else if(gt) state <= S4;
        S3: if(eq) state <= S5;
          else if(lt) state <= S3;
          else if(gt) state <= S4;
        S4: if(eq) state <= S5;
            else if(lt) state <= S3;
            else if(gt) state <= S4;
        S5: state <= S5;
        default: state <= S0;
      endcase
    end
    always@(state)
    begin
      case(state)
        S0: begin
          selin = 1;
          lda = 1;
          ldb = 0;
          done = 0;
        end
        S1: begin 
          selin = 1;
          lda = 0;
          ldb = 1;
        end
        S2: if(eq) done = 1;
            else if(lt)
            begin
              sel1 = 1;
              sel2 = 0;
              selin = 0;
              lda = 0;
              ldb = 1;
            end
            else if(gt) 
            begin
              sel1 = 0;
              sel2 = 1;
              selin = 0;
              lda = 1;
              ldb = 0;
            end
        S3: if(eq) done = 1;
            else if(lt)
            begin
              sel1 = 1;
              sel2 = 0;
              selin = 0;
              lda = 0;
              ldb = 1;
            end
            else if(gt)
            begin
              sel1 = 0;
              sel2 = 1;
              selin = 0;
              lda = 1;
              ldb = 0;
            end
        S4: if(eq) done = 1;
            else if(lt)
            begin
              sel1 = 1;
              sel2 = 0;
              selin = 0;
              lda = 0; 
              ldb = 1;
            end
            else if(gt)
            begin
              sel1 = 0;
              sel2 = 1;
              selin = 0;
              lda = 1;
              ldb = 0;
            end
        S5: begin
              done = 1;
              sel1 = 0;
              sel2 = 0;
              lda = 0;
              ldb = 0;
        end
        default: begin 
              lda = 0;
              ldb = 0;
        end
      endcase
    end
endmodule

===== flow/run.sh =====
#!/bin/bash
# OpenROAD 26Q1-2900-gdf79404cd8, Yosys 0.63+post, stock flow scripts
make -C /OpenROAD-flow-scripts/flow DESIGN_CONFIG=/design/flow/config.mk WORK_HOME=/design/flow/orfs finish

==> results.rst <==
Metrics
=======

.. list-table::
   :header-rows: 1

   * - Metric
     - Value
   * - Detail Route met2 WL
     - 374 um
   * - Minimum clock period
     - 1520 ps
   * - Top cells by area
     - edfxtp_1, dlxtn_1, nor2b_1
   * - Endpoints failing setup
     - 0
   * - Switch Pwr
     - 301 uW
   * - Hold-fix buffers at CTS
     - 0
   * - P_leak
     - 0.226 nW
   * - Commonest cells after routing, fill and taps aside
     - clkdlybuf4s50_1, dlxtn_1, o21ai_0
   * - Count of final max-slew check failures
     - 0
   * - Req. time, crit path
     - 1700 ps
   * - Area occupied by registers
     - 180 um^2
   * - Count of unclocked register or latch pins
     - 6
   * - Sequential share of power
     - 0.406
   * - Port-buffer cells
     - 10
   * - Clock tree root buffer cell
     - clkbuf_4
   * - Synth unique cells
     - 23
   * - Post-CTS setup buffer count
     - 0
   * - Critical path data arrival time
     - 1420 ps
   * - Peak clock frequency supported by timing
     - 659 MHz
   * - Die outline width
     - 80 um
   * - Die footprint
     - 6400 um^2
   * - Total I/O pin count
     - 11
   * - Total via count in the routed design
     - 403
   * - Critical-path maximum fanout
     - 13
   * - Number of warning messages in the yosys log
     - 1
   * - Count of endpoints without a timing constraint
     - 12
   * - Worst slew margin relative to its limit
     - 0.720
   * - Routed wl met3
     - 60 um
   * - Total power consumption of the routed design
     - 830 uW
   * - Average cell area after synthesis
     - 8.86 um^2
   * - Final hold slack
     - 749 ps
   * - Count of fill cells added during filler insertion
     - 395
   * - Comb. cell area
     - 219 um^2
   * - Cell Rows
     - 21
   * - Sw Share
     - 0.362
   * - Instance count of the mapped netlist
     - 49
   * - Fraction of final layout cells sized beyond drive strength 1
     - 0.129
   * - Global-route usage over all layers
     - 0.0270
   * - Critical Path End Type
     - register
   * - Wire length per cell
     - 8.74 um
   * - Count of antenna diodes in the layout
     - 0
   * - Total clock buffers created by CTS
     - 3
   * - Top sig layer
     - met4
   * - Initial DRC count
     - 10
   * - Cell Count, Final, Fillers Out
     - 108
   * - Comb pwr share
     - 0.453
   * - Routed length on met1
     - 488 um
   * - Final GP Congestion
     - 0.782
   * - Clock skew after layout
     - 2.44 ps
   * - Max Root-Sink Buffers
     - 2
   * - Yosys stat chip area
     - 434 um^2
   * - Share of the core filled by cells before placement
     - 0.127
   * - WS Path Type
     - register to register
   * - CTS tree
     - built
   * - # placed instances
     - 104
   * - Total power per unit cell area
     - 1360 nW/um^2
   * - Post-synth design cell area
     - 434 um^2
   * - Clock latency reported for the late side of the worst-skew pair
     - 230 ps
   * - First-pass detailed-route iteration total
     - 4
   * - Worst-path clk slew
     - 40 ps
   * - Highest-count logic cell in the final layout
     - clkdlybuf4s50_1
   * - First-pass GRT wire length
     - 1.48 mm
   * - Routed Wire Length
     - 944 um
   * - Number of global-route vias before repair
     - 357
   * - Per-cell via count in the routed design
     - 3.73
   * - Setup repair after global routing missed its margin
     - false
   * - Flops after synth
     - 9
   * - Pint
     - 529 uW
   * - Number of warning messages in the logs
     - 25
   * - Overflow left after global routing
     - 0
   * - Layout overhead on the synthesized area
     - 40.3%
   * - Reg2reg setup slack
     - 280 ps
   * - Type of the most critical hold path
     - register to register
   * - Cell resize tally after clock tree synthesis
     - 0
   * - H-tree lvl count
     - 1
   * - Number of remaining DRC errors
     - 0
   * - DRT antenna net count
     - 0
   * - Max-cap violations
     - 0
   * - Max-area cell share
     - 0.207
   * - Yosys top cell by area
     - edfxtp_1
   * - Power share of the clock group
     - 0.141
   * - Pin count of the biggest net entering global routing
     - 14
   * - Floorplan Core Area
     - 3420 um^2
   * - Post-route setup TNS
     - 0 ps
   * - CP startpoint kind
     - register
   * - Run status
     - finished, final reports clean
   * - Measured slew at the worst slew-check pin
     - 420 ps
   * - Tcrit/Tclk final
     - 0.843
   * - Total count of hold-check failures in the final report
     - 0
   * - Ys cells
     - 49
   * - DP Wirelength
     - 769 um
   * - Maximum resistive drop on vdd
     - 303 uV
   * - Antenna violations before repair
     - 0
   * - Overall die height
     - 80 um
power groups by stage:
stage / clock network (mW) / registers [mW] / logic (mW)
4_1_cts: 0.124 / 0.336 / 0.380
5_1_grt: 0.125 / 0.350 / 0.430
6_report: 0.117 / 0.337 / 0.376
synth_stat cells:
library cell and instances:
nor2_1 4, xor2_1 1, or3_4 1, o221ai_1 1, or2b_1 1, mux2i_1 1, a31oi_1 2, nand3_1 1
a21oi_1 4, o311a_1 1, nor2b_1 4, o21ai_0 5, inv_1 3, a21boi_2 1, o21a_1 1, buf_2 1
nand2b_1 2, buf_6 1, buf_4 1, o22ai_1 3, dlxtn_1 6, edfxtp_1 3, o21ba_2 1
flip-flops by register name, indices dropped and copies added, names as in the netlist:
register	count
selin	1
done	1
sel2	1
sel1	1
state	3
lda	1
ldb	1
cell type report:
type,instances,area share
sequential,9,0.296
multi-input combinational,34,0.359
timing repair buffer,12,0.189
inverter,3,0.0185
tap,46,0.0945
clock buffer,4,0.0431
final timing paths:
path / start / to / cells past startpoint
setup / recovery: state[2] / state[1] / 3
hold / removal: state[1] / state[2] / 1
setup reg to reg: state[2] / state[1] / 3
hold reg to reg: state[1] / state[2] / 1
routing by layer:
metal | track usage | vias to the layer above
met4 | 0.0106 | 0
met3 | 0.00909 | 2
met5 | 0 | -
met2 | 0.0377 | 13
met1 | 0.0373 | 184
li1 | - | 204
cells by family after synthesis:
group	synth area share
AOI/OAI and AO/OA	0.285
and+or+nand+nor	0.176
buffers and inverters	0.0807
latches	0.208
DFF	0.208
xor gates and xnor gates	0.0202
muxes	0.0231
per-stage QoR:
step	util	setup WS, ps	area, um^2
6_report	0.178	283	609
5_1_grt	0.178	153	609
4_1_cts	0.178	288	609
3_5_place_dp	0.171	64.8	583
3_3_place_gp	0.171	85.4	583
2_1_floorplan	-	450	434
critical path, cell delays in order (launching register included):
cell	delay, ps
edfxtp_1	590
nand2b_1	270
nor2_1	70
a21oi_1	250
No activity file was given, so power comes from the tool's default toggle rates.
