==> flow/design.v <==
module GCD_datapath(lt,gt,eq,lda,ldb,sel1,sel2,data_in,selin,clk);
  input lda,ldb,sel1,sel2,selin,clk;
  input[15:0] data_in;
  output lt,gt,eq;
  wire[15:0] Aout,Bout,X,Y,bus,subout;
    PIPO A(Aout,lda,bus,clk);
    PIPO B(Bout,ldb,bus,clk);
    mux mux1(X,Aout,Bout,sel1);
    mux mux2(Y,Aout,Bout,sel2);
    mux mux3(bus,subout,data_in,selin);
    SUB S(subout,X,Y);
    COMP C(lt,gt,eq,Aout,Bout);
endmodule
module PIPO(dout,ld,din,clk);
  input[15:0] din;
  output reg[15:0] dout;
  input ld,clk;
    always@(posedge clk)
    if(ld)
    dout <= din;
endmodule
module mux(out,in0,in1,sel);
  input sel;
  input[15:0] in0,in1;
  output[15:0] out;
    assign out = (sel) ? in1:in0;
endmodule
module SUB(out,in1,in2);
  input[15:0] in1,in2;
  output reg[15:0] out;
    always@(*)
    out <= in1-in2;
endmodule
module COMP(lt,gt,eq,Aout,Bout);
  input[15:0] Aout,Bout;
  output lt,gt,eq;
    assign lt = Aout<Bout;
    assign gt = Aout>Bout;
    assign eq = Aout==Bout;
endmodule
==> flow/run.sh <==
#!/bin/bash
# OpenROAD 26Q1-2900-gdf79404cd8, Yosys 0.63+post, stock flow scripts
make -C /OpenROAD-flow-scripts/flow DESIGN_CONFIG=/design/flow/config.mk WORK_HOME=/design/flow/orfs finish
==> flow/config.mk <==
export PLATFORM = sky130hd
export DESIGN_NAME = GCD_datapath
export DESIGN_NICKNAME = GCD_datapath
export VERILOG_FILES = /design/flow/design.v
export SDC_FILE = /design/flow/constraint.sdc
export NUM_CORES = 4
export LEC_CHECK = 1
export CORE_UTILIZATION = 50
==> flow/constraint.sdc <==
current_design GCD_datapath

set clk_period 10.9
set clk_io_pct 0.2

create_clock -name clk0 -period $clk_period [get_ports {clk}]

set non_clock_inputs [all_inputs -no_clocks]
set_input_delay [expr $clk_period * $clk_io_pct] -clock clk0 $non_clock_inputs
set_output_delay [expr $clk_period * $clk_io_pct] -clock clk0 [all_outputs]
==> Changelog: implementation <==
### Metrics

- TritonRoute pass-1 iters: 4
- Worst setup SP type: input port
- Synth Area in XOR/XNOR: around 2.6%
- Chip area in the Yosys report: about 2700 um2
- Max VDD drop: 0.000105 V
- Post-synth top area cell: edfxtp_1
- Worst Path Required: 10.96 ns
- Number of enable flip-flop cells: 32
- Yosys cell count: between 200 and 300
- Largest net degree at the start of global routing: 28
- Die height: ~76 um
- DIE AREA: ~5800 um2
- DR vias: around 2100
- Gr ovfl total: 0
- Final setup vio count: 0
- Post-Syn Area: 2750 um2
- Seq share, synth: a little over a third
- Worst-Margin Slew: 0.813 ns
- Ratio of cells with drive above 1 in the final layout: about an eighth
- Slowest cell on crit path: clkdlybuf4s50_1
- Aoi share: between 10% and 20%
- Antenna-violating nets left: 0
- DR iter-0 viols: roughly 79
- RR Startpoint: B.dout[0]
- Fmax: 189 MHz
- Post-synthesis cell type count: about 56
- Basic Gates by Area: a little under an eighth
- Dominant kind of combinational cell: AND-OR/OR-AND gates
- Met1 Track Usage GR: approximately 36%
- Final hold viol count: 0
- Outcome: complete, no violations
- Setup TNS: 0 ns
- Root buffer cell: clkbuf_8
- Hold Crit Depth: 4
- Synth mux share: 12.0%
- CTS resizes: 0
- Post-DP HPWL: roughly 4200 um
- WP data arrival: 5.35 ns
- Largest type area fraction: a little over a third
- Clock transition at path regs: 0.06 ns
- Hold-fix buffers, CTS: 0
- Placed Instance Area: between 3000 and 4000 um2
- CTS tree: built
- Yosys warning tally: 2
- Crit path time final: between 5 and 6 ns
- Die W: 76.1 um
- Post-Synthesis Cells: about 270
- HP Start: B.dout[0]
- DR DRC count: 0
- Reg2Reg Setup Slack: 8.20 ns
- Reg2Reg Depth: 9
- Pwr/cell area: roughly 210 nW/um2
- Fp util: approximately 53%
- Main synth FF type: edfxtp_1
- Max-cap violation count: 0
- # rows: 26
- Min-Delay Path Class: reg2reg
- Static leakage: about 1.3 nW
- Worst reg2reg endpoint: A.dout[14]
- Max clock buf depth: 2
- Crit. path cell count: 10
- First-pass GRT wire length: approximately 9600 um
- CTS Sinks: 32
- Avg Vias per Cell: 5.65
- Post-CTS Setup Repair Bufs: 0
- Layout area overhead: 13.5%
- Crit path max fanout: 16
- Worst hold endpoint: A.dout[0]
- CP Buf/Inv Count: 2
- Flops out of synthesis: 32
- All-Layer GR Usage: between 20% and 30%
- Slew headroom: a little under half
- Routing usage on met2: between 30% and 40%
- Final wirelength: approximately 5700 um
- Synth top area cells: edfxtp_1 (35%), ha_1 (14%), mux2_2 (6.2%)
- Tcrit/Tclk final: 48.5%
- Placed insts: approximately 360
- Filler instances: 446
- Final cell count without fillers: approximately 370
- Fin Clk Skew: ~0.0046 ns
- Routed length per placed instance: around 15 um
- I/O pins: 25
- Cells along the critical path: clkdlybuf4s50_1, mux2i_1, ha_1, inv_1, fa_1, a211oi_1, o21ai_1, nand3_1, a21boi_0, o31ai_1
- FFs w/ async S/R, synth: 0%
- Max-slew violation count: 0
- Vias in the first global route: about 2000
- H-Tree Level Count: 2
- Cts bufs inserted: 5
- Latency at later pin: between 0.2 and 0.3 ns
- Grt met3 use: 4.26%
- CP endpoint kind: flop
- Tally of OpenROAD warnings: 26
- CP max stage delay: about 1 ns
- Unrepaired setup endpoints after global routing: false
- GPL Wtd Cong: just under 0.9
- Yosys adder share: between 10% and 20%
- Crit path kind: in2reg
- Final Instance Area: about 3100 um2
- Crit path max-delay family: AND-OR/OR-AND gates
- Initial antenna violation count: 0
- Antenna diodes: 0
- Core Footprint: ~5200 um2
- Most used routing layer: met1
- Post-Syn Area per Cell: ~10 um2
- IO Port Bufs: 24
layout by cell type, fill, tap and decap left out, types with 4 or more instances in the layout:
cell             netlist  routed
a211oi_1               5       5
a21o_1                 5       5
a21oi_1               15      15
buf_4                  0       4
clkbuf_8               2       5
clkdlybuf4s50_1        0      24
edfxtp_1              32      32
ha_1                  31      31
inv_1                 21      21
mux2_2                15      15
mux2i_1               16      16
nand2_1               28      28
nand3_1                5       5
nand4_1                4       4
nor2_1                10      10
o21ai_0               16      16
o31ai_1                4       4
xor2_1                 5       5
Yosys cell counts, drive strengths merged, types with 2 or more instances:
library cell and n:
a31oi 2, nand4 4, clkbuf 6, nor2 10
inv 21, mux2 15, ha 31, a21boi 2
o21ai 18, a21oi 17, a211oi 6, nor3 3
xor2 5, or3 2, a21o 7, edfxtp 32
nand3 5, nor2b 4, a311oi 2, nand2 28
nand2b 2, xnor2 3, buf 4, o31ai 4
mux2i 16
report_power, final:
group          internal (mW)  total, mW  leakage (nW)  switching [mW]
sequential             0.182      0.203         0.314          0.0214
clock                 0.0444     0.0868        0.0399          0.0424
combinational          0.165      0.370         0.953           0.205
total                  0.392      0.660          1.31           0.269
cell type report:
type,instances,area [um2],area share (%)
repair buffers,28,270,8.67
well taps,70,87.6,2.81
multi-input cells,208,1640,52.5
inverters,22,82.6,2.65
clock buffers,7,76.3,2.45
clock inverters,1,3.75,0.120
flip-flops and latches,32,961,30.8
sequential cells by signal (all words and copies together), names as in the netlist:
name	cells
A.dout	16
B.dout	16
worst min-delay path: stages (launching register included):
cell,delay [ns]
edfxtp_1,0.39
nand2_1,0.06
o21ai_0,0.08
ha_1,0.12
a21oi_1,0.06
metrics by stage:
step | power [mW] | utilization (%) | hold slack (ns) | setup WS (ns)
2_1_floorplan | 0.490 | - | 0.801 | 6.02
3_3_place_gp | 0.572 | 58.4 | 0.873 | 5.38
3_5_place_dp | 0.573 | 58.4 | 0.870 | 5.33
4_1_cts | 0.662 | 59.9 | 0.881 | 5.61
5_1_grt | 0.717 | 59.9 | 0.945 | 5.31
6_report | 0.660 | 59.9 | 0.886 | 5.61
how the worst max path moves through the flow:
stage | from | endpoint | slack, ns
4_1_cts | sel1 | A.dout[14] | 5.61
5_1_grt | sel1 | B.dout[14] | 5.31
6_report | sel1 | A.dout[14] | 5.61
kinds of logic after synthesis:
logic type,Yosys count
DFF,32
AOI/OAI and AO/OA,72
muxes,31
buffers and inverters,32
xor gates and xnor gates,8
and+or+nand+nor,65
adders and majority gates,32
layer usage:
metal  part of all wire [%]  up-vias
met2                     44       56
met3                    4.9        5
met1                     50      944
met5                      0        -
met4                    1.0        0
li1                       -     1076
Power and IR drop assume default switching activity.
